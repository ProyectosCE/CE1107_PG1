File: /design/flow/constraint.sdc
current_design contador8bit

set clk_period 1.4
set clk_io_pct 0.2

create_clock -name clk0 -period $clk_period [get_ports {clk}]

set non_clock_inputs [all_inputs -no_clocks]
set_input_delay [expr $clk_period * $clk_io_pct] -clock clk0 $non_clock_inputs
set_output_delay [expr $clk_period * $clk_io_pct] -clock clk0 [all_outputs]
File: /design/flow/run.sh
#!/bin/bash
# OpenROAD 26Q1-2900-gdf79404cd8, Yosys 0.63+post, stock flow scripts
make -C /OpenROAD-flow-scripts/flow DESIGN_CONFIG=/design/flow/config.mk WORK_HOME=/design/flow/orfs finish
File: /design/flow/config.mk
export PLATFORM = sky130hd
export DESIGN_NAME = contador8bit
export DESIGN_NICKNAME = contador8bit
export VERILOG_FILES = /design/flow/design.v
export SDC_FILE = /design/flow/constraint.sdc
export NUM_CORES = 4
export LEC_CHECK = 1
export CORE_AREA = 10 10 70 70
export DIE_AREA = 0 0 80 80
File: /design/flow/design.v
module contador8bit (
    input  logic clk,
    input  logic rst,
    output logic [7:0] Q
);
    logic [7:0] next_Q;
    always_comb begin
        next_Q = Q + 8'd1;
    end
    always_ff @(posedge clk) begin
        if (rst)
            Q <= 8'b0;
        else
            Q <= next_Q;
    end
endmodule
==> reports/metrics.yaml <==
global_route:
  grt-ovfl-total: 0
  grt-busiest-layer: "met1"
  use_met1_pct: 3.97
  grt_use_total_pct: 3.05
  met3_usage_pct: 2.73
  grt_pass1_wl_mm: 1.52
  antenna_found_initial: 0
  grt_pass1_vias: 320
  use_met2_pct: 3.53
  grt_max_degree: 9
clock_network:
  cts-root-buf: "clkbuf_4"
  h-tree-depth: 1
  path_clk_slew_ns: 0.05
  cts_tree: "yes"
  worstSkewPairLatency_ns: 0.26
  cts_buffer_depth: 2
  cts-buffers-inserted: 3
  cts.sinks: 8
  postCtsHoldBufs: 0
synthesis:
  top_cell_area_share_pct: 52.7
  simple_gate_area_share_pct: 22.2
  synth_area_um2: 304
  ys_cells: 33
  ys_sh_xor_pct: 8.64
  ys_warn_count: 1
  ys_ff: 8
  synthTopLogicFamily: "simple AND/OR/NAND/NOR gates"
  synth.mux.area_fraction_pct: 0
  yosys.area.top_type: "dfxtp_1"
  avgSynthCellArea_um2: 9.21
  ys_sh_aoi_pct: 9.88
  synth.distinct_cells: 15
  ys_chip_area_um2: 304
  syn_inst: 33
  area_leaders: "dfxtp_1, or3_1, xnor2_1"
  adder_share_pct: 4.12
  ys_seq_share_pct: 52.7
sta:
  rsz0062_at_grt: "false"
  relSlewSlack_pct: 79.3
  setup_viol: 0
  holdWs_ns: 0.438
  slew_viol_final: 0
  fmax_ghz: 0.737
  tightest_slew_ns: 0.310
  fin_setup_tns_ns: 0
  period_used_pct: 96.9
  period_needed_ns: 1.36
  fin_worst_skew_ns: 0.000449
  final_hold_viol_count: 0
power_and_ir_drop:
  p_comb_share_pct: 7.1
  peakVddDrop_mv: 0.532
  power.density_nw_per_um2: 820
  p_int_uw: 347
  p_sw_share_pct: 22.3
  p_clk_share_pct: 40.1
  p_leak_uw: 0.000216
  seqPwrFrac_pct: 52.8
  p_switching_uw: 99.8
critical_path:
  startpoint: "Q[6]"
  crit_chain: "clkdlybuf4s50_1"
  worstRegToRegCells: 4
  path_class: "register to output port"
  slowest_stage: "clkdlybuf4s50_1"
  r2r-start: "Q[0]"
  path_buffers: 1
  r2r_end: "Q[6]"
  max_stage_delay_ns: 0.47
  rrSetupSlack_ns: 0.13
  crit_required_ns: 1.12
  cp.depth: 1
  crit_fanout: 3
  arrival_ns: 1.08
  endpoint: "Q[6]"
  cp-end-kind: "output port"
  cp-start-kind: "register"
  cp_top_family: "buffers and inverters"
final_layout:
  fin_util_pct: 16.0
  areaGrowthSynthToFinish_pct: 79.4
  n_fill_cell: 391
  final_layout_size_suffix_gt1_share_pct: 36.0
  layout_top_cells: "clkdlybuf4s50_1, dfxtp_4, buf_4"
  logic_area_um2: 136
  regMostFlops: "Q"
  lay_top_count: "clkdlybuf4s50_1"
  top_regs: "Q: 8 flops"
  largest_reg_flops: 8
  seq_area_um2: 185
min_path:
  hp-class: "register to register"
job:
  warning_count: 25
  cap_viol_max_count: 0
detailed_routing:
  antenna_cells: 0
  ant_nets: 0
  drc: 0
  vias: 309
  drtIter0Drc: 1
  routed_wl_um: 922
  firstDrtPassIters: 4
  wl_per_cell_um: 9.60
  post_drt_via_cell_ratio: 3.22
status:
  status: "complete, no violations"
place:
  portBuffers: 9
  gp_congestion: 0.691
  hpwl_um: 579
floorplanning:
  io_pins: 10
  die_area_um2: 6400
  dieHeight_um: 80
  core_um2: 3420
  rows: 21
  die_x_um: 80
  fp_util_pct: 8.90
-- stage by stage --
step	std cells	setup slack (ns)	cell area [um2]	total power, uW
5_1_grt	96	0.00143	546	472
6_report	96	0.0430	546	447
2_1_floorplan	33	0.231	304	258
3_5_place_dp	87	0.0960	448	277
4_1_cts	90	0.00321	482	460
3_3_place_gp	87	0.161	448	276
-- logic make-up after synthesis --
group | count (synthesis)
AND-OR/OR-AND | 6
XOR/XNOR | 3
adder cells (fa/ha/maj) | 1
buffers and inverters | 2
flip-flops | 8
AND/OR/NAND/NOR | 13
-- per-layer routing --
metal / wire (um) / up-vias
met5: 0 / -
met4: 21 / 0
met3: 128 / 5
li1: - / 151
met2: 283 / 13
met1: 489 / 140
-- cells in the mapped netlist, drive strengths merged --
cell type / count
xor2: 1
nand4: 1
nand3: 2
or3: 3
nor2b: 1
nand2: 1
clkbuf: 1
a21oi: 3
and3: 1
nor2: 4
o21ai: 3
inv: 1
dfxtp: 8
xnor2: 2
ha: 1
-- what timing repair did --
item / in CTS / in global routing
endpoints found under the setup margin: 7 / 7
buffers inserted: 0 / 6
resized: 8 / 8
-- final cells by class --
class / instances / share of cell area [%]
inverter: 1 / 0.688
timing repair buffer: 15 / 25.7
sequential: 8 / 33.9
multi-input combinational: 23 / 25.0
clock buffer: 3 / 4.13
tap: 46 / 10.6
-- power by group through the flow --
stage | clock network [uW] | logic, uW | registers (uW)
4_1_cts | 186 | 30.1 | 244
5_1_grt | 199 | 36.0 | 237
6_report | 179 | 31.7 | 236
-- worst min path at each step --
stage | startpoint | to | slack, ns | depth (start not counted)
CTS | Q[0] | Q[0] | 0.45 | 1
global route | Q[0] | Q[0] | 0.45 | 1
finish | Q[0] | Q[0] | 0.44 | 1
Power is estimated from default activity; no workload was simulated.
