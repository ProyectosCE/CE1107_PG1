File: flow/config.mk
export PLATFORM = sky130hd
export DESIGN_NAME = div_pwm
export DESIGN_NICKNAME = div_pwm
export VERILOG_FILES = /design/flow/design.v
export SDC_FILE = /design/flow/constraint.sdc
export NUM_CORES = 4
export LEC_CHECK = 1
export CORE_AREA = 10 10 70 70
export DIE_AREA = 0 0 80 80
File: flow/constraint.sdc
current_design div_pwm

set clk_period 1.6
set clk_io_pct 0.2

create_clock -name clk0 -period $clk_period [get_ports {clk}]

set non_clock_inputs [all_inputs -no_clocks]
set_input_delay [expr $clk_period * $clk_io_pct] -clock clk0 $non_clock_inputs
set_output_delay [expr $clk_period * $clk_io_pct] -clock clk0 [all_outputs]
File: flow/design.v
module div_pwm #(
    parameter CLK_FREQ = 50_000_000,    
    parameter PWM_FREQ = 10_000         
)(
    input  logic clk,
    input  logic rst,
    output logic tick                
);
    localparam integer PWM_STEPS = 16;
    localparam integer STEP_CYCLES = CLK_FREQ / (PWM_FREQ * PWM_STEPS);
    localparam integer COUNTER_WIDTH = $clog2(STEP_CYCLES);
    logic [COUNTER_WIDTH-1:0] counter;
    always_ff @(posedge clk or posedge rst) begin
        if (rst)
            counter <= 0;
        else if (counter == STEP_CYCLES - 1)
            counter <= 0;
        else
            counter <= counter + 1;
    end
    assign tick = (counter == STEP_CYCLES - 1);
endmodule
File: flow/run.sh
#!/bin/bash
# OpenROAD 26Q1-2900-gdf79404cd8, Yosys 0.63+post, stock flow scripts
make -C /OpenROAD-flow-scripts/flow DESIGN_CONFIG=/design/flow/config.mk WORK_HOME=/design/flow/orfs finish
==> notes.org <==
#+TITLE: Synthesis and PnR summary

** Route
- Starting DRC count in detailed routing :: 14
- The script parses the final routing iteration and logs DRC violations as 0.
- Post-detailed-route wirelength per cell :: 8.15 um
- # diodes :: 0
- Vias per std cell :: 3.56
- ANT nets after route :: 0
- Detailed routing inserted a total of 406 vias.
- According to the report, the first pass of detailed routing completed in 3 iterations.
- Routed Wire Length :: 929 um

** Worst setup path
- Delay contributed by the slowest stage of the critical path :: 0.41 ns
- Critical path cell sequence :: or3b_4, nor3_4, buf_2
- Critical Path Stages :: 3
- The required time at the worst endpoint is listed as 1.28 ns.
- Critical path startpoint category :: flop
- Worst Path Arrival :: 1.28 ns
- Together, buffers and inverters on the worst path number 1.
- Worst Setup End Kind :: output port
- Worst path top cell family by delay :: simple AND/OR/NAND/NOR gates
- The worst setup path is of the reg2out kind.
- Max fanout on the critical path was recorded as 2.
- Critical Path Slowest Stage Cell :: sky130_fd_sc_hd__or3b_4
- Worst Reg-to-Reg Cells :: 8

** Final timing
- Max-Slew Margin vs Limit :: 0.767
- The flow reports an fmax of 623 MHz.
- Once routing completed, OpenROAD measured the worst setup slack at -0.00416 ns.
- The final layout reports a setup TNS of -0.00416 ns.
- Between clock sinks in the finished design, the worst skew comes to 0.00286 ns.
- Slew Limit Fails :: 0
- Post-route period utilization is reported as 1.00.
- For the pin with the worst max-slew slack, the measured transition is 0.350 ns.
- Setup repair after global routing missed its margin :: yes
- The routed design could run at a clock period as short as 1.60 ns.
- Final-report setup violation count :: 1
- Count of endpoints failing hold in the final timing report :: 0

** Finish
- Area growth from synthesis to final layout :: 60.0%
- By instance count after routing, the leading logic cell types are 15 x sky130_fd_sc_hd__buf_4, 9 x sky130_fd_sc_hd__dfrtp_1, 7 x sky130_fd_sc_hd__nand2_1, 4 x sky130_fd_sc_hd__buf_6.
- Max reg flops :: 9
- After filler insertion, the fill cell instance count of the layout stands at 377.
- By instance count after routing, the leading logic cell type is sky130_fd_sc_hd__buf_4.
- Largest registers ranked by flip-flop count :: counter x9
- Top register by number of flip-flops :: counter
- The layout summary lists the proportion of cells stronger than drive strength 1 as 0.426.

** Floorplan
- Number of top-level pins :: 3
- Core area :: 3420 um2
- Chip area :: 6400 um2
- Per the OpenROAD floorplan log, the width of the die is 80 um.
- Effective utilization at floorplan :: 0.132
- After floorplanning, the core was divided into 21 placement rows.
- The floorplan step set the die height to 80 um.

** Status
- Violated checks :: negative setup slack
- The flow ran to the end, but the final reports show violations.

** Job
- OpenROAD emitted warnings numbering 27.
- The run reported a max-capacitance violation count of 0.

** Global route
- Via count of the first global-routing pass :: 395
- Global-route wire length before repair :: 1.66 mm
- GR Util All Layers :: 0.0320
- The number of antenna violations at the first check in global routing is 0.
- Largest net degree at the start of global routing :: 10
- The global route stage reports its total congestion overflow as 0.

** Yosys
- Yosys stat area :: 450 um2
- Post-Syn Instances :: 44
- The synthesized netlist was found by Yosys to have 44 cells.
- Netlist area before placement :: 450 um2
- Of the synthesized area, sequential elements account for 0.500.
- Warnings reported by Yosys during synthesis add up to 1.
- Counting distinct cell types in the post-synthesis netlist gives 20.
- Synthesized registers :: 9
- Post-Syn Area per Cell :: 10.2 um2

** Clocking
- H-Tree Level Count :: 1
- Cts bufs inserted :: 3
- The clock passes through at most 2 buffers.
- Library cell used as clock root buffer :: sky130_fd_sc_hd__clkbuf_4
- TritonCTS built the clock tree.
- Clk latency late pin :: 0.26 ns
- Number of clock sinks :: 9
- Worst-path clk slew :: 0.06 ns

** Place
- The congestion estimate from routability-driven global placement came to 0.763.
- The wire-length estimate of the detail-placed layout is 699 um.
- Per the placement log, port buffering inserted 2 buffers.
- Timing analysis after detailed placement gives a worst setup slack of -0.184 ns.

** Pwr
- In this run the static leakage power is 0.347 nW.
- VDD sags by at most 257 uV.
- Pwr dens :: 564 nW/um2

** Worst hold path
- Note that the worst hold path type here is in2async.
## cells by family (layout without fill, tap and decap cells)
| group | Yosys count | after routing | share of synthesized area |
|---|---|---|---|
| and+or+nand+nor | 19 | 19 | 0.231 |
| xor gates and xnor gates | 3 | 3 | 0.0583 |
| AOI/OAI and AO/OA | 8 | 8 | 0.147 |
| DFF | 9 | 9 | 0.500 |
| buffers and inverters | 4 | 28 | 0.0361 |
| adders and majority gates | 1 | 1 | 0.0278 |
## synthesized netlist by cell type
| cell type | count | area, um2 |
|---|---|---|
| sky130_fd_sc_hd__a21oi_1 | 1 | 5.00 |
| sky130_fd_sc_hd__buf_2 | 1 | 5.00 |
| sky130_fd_sc_hd__dfrtp_1 | 9 | 225 |
| sky130_fd_sc_hd__ha_1 | 1 | 12.5 |
| sky130_fd_sc_hd__inv_1 | 3 | 11.3 |
| sky130_fd_sc_hd__nand2_1 | 7 | 26.3 |
| sky130_fd_sc_hd__nand3_1 | 3 | 15.0 |
| sky130_fd_sc_hd__nand4_2 | 1 | 12.5 |
| sky130_fd_sc_hd__nand4bb_1 | 1 | 11.3 |
| sky130_fd_sc_hd__nor2_1 | 2 | 7.51 |
| sky130_fd_sc_hd__nor3_1 | 2 | 10.0 |
| sky130_fd_sc_hd__o211a_1 | 1 | 10.0 |
| sky130_fd_sc_hd__o21ai_0 | 1 | 5.00 |
| sky130_fd_sc_hd__o21bai_1 | 2 | 15.0 |
| sky130_fd_sc_hd__o22ai_1 | 1 | 6.26 |
| sky130_fd_sc_hd__o311ai_2 | 1 | 16.3 |
| sky130_fd_sc_hd__o31a_1 | 1 | 8.76 |
| sky130_fd_sc_hd__or3_1 | 2 | 12.5 |
| sky130_fd_sc_hd__or3b_1 | 1 | 8.76 |
| sky130_fd_sc_hd__xor2_1 | 3 | 26.3 |
## report_power, final
group          total (mW)  switching [mW]  internal, mW
combinational     0.00681         0.00454       0.00227
sequential          0.228               0         0.228
clock               0.172          0.0759        0.0959
## metal layers
layer  wire length (um)  global-route usage  vias up
met5                  0                   0        -
met4                 16             0.00704        0
met3                 39              0.0159        2
met2                446              0.0506        3
met1                426              0.0381      199
li1                   -                   -      202
## final cells by class
type	instances	area (um2)	area share
clock buffers	4	26.3	0.0365
inverters	3	11.3	0.0156
multi-input cells	31	228	0.316
flip-flops and latches	9	225	0.313
well taps	46	57.6	0.0799
repair buffers	21	173	0.240
## timing repair
action | 4_1_cts | 5_1_grt
setup endpoints to repair | 1 | 2
pin swaps | 2 | 2
buffers inserted | 9 | 1
gates resized | 12 | 1
hold buffers | 0 | 0
## metrics by stage
step                       util  std cells  total power [mW]  hold slack (ns)  area, um2
after floorplan               -         44             0.235            0.148        450
after global placement    0.179        103             0.239            0.477        613
after detailed placement  0.179        103             0.239            0.488        613
after CTS                 0.210        114             0.416            0.321        718
after global routing      0.211        114             0.434            0.340        721
final                     0.211        114             0.406            0.320        721
## path summary, 6_finish.rpt
check / startpoint / to / slack [ns]
worst max-delay path: counter[7] / tick / -0.004
worst min-delay path: rst / counter[7] / 0.32
worst max register to register: counter[7] / counter[0] / 0.12
worst min register to register: counter[1] / counter[1] / 0.52
max in group asynchronous: rst / counter[2] / 1.02
min in group clk0: counter[1] / counter[1] / 0.52
No activity file was given, so power comes from the tool's default toggle rates.
